==> design.v <==
module BCD(A,B,C,D, a, b, c, d, e, f, g);
	 input A, B, C, D;
	 output a, b, c, d, e, f, g;
	 assign a = ~A & ~C & (~B | ~D) & (B | D);
	 assign b = B & (C|D) & (~C|~D);
	 assign c = ~B & ~D & C;
	 assign d = (B|D) & (~C|D) & ~A & (B|~C) & (~B | C | ~D);
	 assign e = (~C | D) & (B | D);
	 assign f = (~B | C) & ~A & (~B | D) & (C | D);
	 assign g = (B | ~C) & (~B | C) & ~A & (~B | D);
endmodule
==> run.sh <==
#!/bin/bash
# OpenROAD 26Q1-2900-gdf79404cd8, Yosys 0.63+post, stock flow scripts
make -C /OpenROAD-flow-scripts/flow DESIGN_CONFIG=/design/flow/config.mk WORK_HOME=/design/flow/orfs finish
==> config.mk <==
export PLATFORM = sky130hd
export DESIGN_NAME = BCD
export DESIGN_NICKNAME = BCD
export VERILOG_FILES = /design/flow/design.v
export SDC_FILE = /design/flow/constraint.sdc
export NUM_CORES = 4
export LEC_CHECK = 1
export CORE_AREA = 10 10 70 70
export DIE_AREA = 0 0 80 80
==> constraint.sdc <==
current_design BCD

set clk_period 1.5
set clk_io_pct 0.2

create_clock -name clk0 -period $clk_period

set non_clock_inputs [all_inputs -no_clocks]
set_input_delay [expr $clk_period * $clk_io_pct] -clock clk0 $non_clock_inputs
set_output_delay [expr $clk_period * $clk_io_pct] -clock clk0 [all_outputs]
==> results.json <==
{
  "yosysWarnings": 0,
  "n_clock_buffer": 0,
  "post-route-period-util_pct": 96.3,
  "holdPathEnd": "g",
  "netlist_top_cells_area": "ha_1, xnor2_1, a211oi_1",
  "tns_ns": 0,
  "overflow": 0,
  "wirelength_um": 549,
  "avgRoutedWirePerCell_um": 6.86,
  "yosysTopAreaCell": "ha_1",
  "io_pins": 11,
  "leakage_nw": 0.157,
  "crit_fanout": 3,
  "max_slew_margin_pct": 85.7,
  "fin_crit_ns": 1.44,
  "netlist_area_um2": 125,
  "maxCapViolCount": 0,
  "start_kind": "input pin",
  "ys_types": 11,
  "drt_iter0_drc": 0,
  "min-delay-start": "B",
  "common_cells": "inv_1, a211oi_1, ha_1, nor2_1, xnor2_1",
  "grt_pass1_wl_um": 814,
  "max_freq_ghz": 0.692,
  "peakVddDrop_mv": 0.0283,
  "ys_area_um2": 125,
  "setup_slack_ns": 0.0557,
  "ff_count": 0,
  "drive_gt1_share_pct": 52.9,
  "tool_warnings": 33,
  "ant_nets": 0,
  "dr_wl_met2_um": 222,
  "io_buffers": 11,
  "report.final.slew_viol_count": 0,
  "grt_use_total_pct": 1.48,
  "powerDensity_nw_per_um2": 212,
  "routed-wl-met3_um": 82,
  "wl_met1_um": 244,
  "die_area_um2": 6400,
  "rows": 21,
  "antenna_cells": 0,
  "viasPerCell": 2.29,
  "top_cell": "inv_1",
  "core_area_um2": 3420,
  "setup_violations": 0,
  "top_area_share_pct": 20.0,
  "maxUsedRoutingLayer": "met3",
  "fp_util_pct": 3.66,
  "first_global_vias": 165,
  "pre_cts_slack_ns": -0.777,
  "status": "finished clean",
  "place_hpwl_um": 441,
  "worst_slew_pin_slew_ns": 0.214,
  "area_growth_pct": 176,
  "rsz0062_at_grt": "no",
  "power_w": 0.0000733,
  "die_y_um": 80,
  "postSynthSeqShare_pct": 0,
  "flop_area_um2": 0,
  "syn_inst": 18,
  "crit_type": "in -> out",
  "hold_viol": 0,
  "antenna_found_initial": 0,
  "worstPathArrival_ns": 1.14,
  "cp.required_ns": 1.20,
  "die_width_um": 80,
  "end_kind": "primary output",
  "hold_path.class": "in -> out",
  "num_vias": 183,
  "drt_pre_antenna_iters": 1,
  "yosysCellCount": 18,
  "grt_max_degree": 7,
  "worstHoldPathCells": 3,
  "synth_area_per_cell_um2": 6.95,
  "place_congestion": 0.752,
  "hold_buffers": 0,
  "drc_errors": 0
}
-- power by group --
part	switching, W	internal (W)	total (W)
Combinational	0.0000304	0.0000430	0.0000733
Clock	0	0	0
Sequential	0	0	0
Total	0.0000304	0.0000430	0.0000733
-- what timing repair did --
item                                    in CTS  in global routing
endpoints found under the setup margin       7                  1
pin swaps                                    3                  2
resized                                     33                  5
buffers inserted                             0                  0
endpoints found under the hold margin        0                  0
-- per-layer routing --
metal	vias to the layer above	track usage [%]
met5	-	0
met2	8	2.41
met4	0	0
li1	96	-
met1	79	1.85
met3	0	0.682
-- worst max-delay path, stage by stage --
cell	delay (ns)
buf_2	0.12
or3b_4	0.39
a211oi_2	0.21
buf_2	0.12
-- cell usage in the layout (no fill, tap or decap) --
cell type	count
or2b_1	1
buf_4	5
or3b_4	1
inv_1	4
nand2b_4	1
o21ai_1	1
a211oi_2	3
xnor2_1	2
buf_2	3
nor2_1	1
nor2_4	1
ha_1	1
dlygate4sd2_1	6
buf_6	2
ha_2	1
nor3_2	1
-- cell families (layout without fill, tap and decap cells) --
kind of cell / count (synthesis) / count (layout) / share of synthesized area [%]
simple gates: 6 / 6 / 28.0
compound gates: 4 / 4 / 26.0
fa+ha+maj: 2 / 2 / 20.0
xor+xnor: 2 / 2 / 14.0
buf+inv: 4 / 20 / 12.0
-- area by class of cell --
type | count | area (um^2)
fill | 398 | 3070
multi-input combinational | 14 | 145
timing repair buffer | 16 | 128
inverter | 4 | 15.0
tap | 46 | 57.6
-- how the worst max path moves through the flow --
stage | end | start | cells after the start
6_report | d | D | 4
4_1_cts | d | B | 5
5_1_grt | d | B | 5
-- stage by stage --
stage               hold WS [ns]  instance area (um^2)  cells  util, %
floorplan                  0.613                   125     18        -
global placement            1.61                   330     80     9.67
detailed placement          1.60                   330     80     9.67
CTS                        0.925                   343     80     10.0
global route               0.899                   345     80     10.1
finish                     0.883                   345     80     10.1
Power is estimated from default activity; no workload was simulated.
