===== flow/run.sh =====
#!/bin/bash
# OpenROAD 26Q1-2900-gdf79404cd8, Yosys 0.63+post, stock flow scripts
make -C /OpenROAD-flow-scripts/flow DESIGN_CONFIG=/design/flow/config.mk WORK_HOME=/design/flow/orfs finish

===== flow/config.mk =====
export PLATFORM = sky130hd
export DESIGN_NAME = simple_proc
export DESIGN_NICKNAME = simple_proc
export VERILOG_FILES = /design/flow/design.v
export SDC_FILE = /design/flow/constraint.sdc
export NUM_CORES = 4
export LEC_CHECK = 1
export CORE_UTILIZATION = 40

===== flow/constraint.sdc =====
current_design simple_proc

set clk_period 5.1
set clk_io_pct 0.2

create_clock -name clk0 -period $clk_period [get_ports {clk}]

set non_clock_inputs [all_inputs -no_clocks]
set_input_delay [expr $clk_period * $clk_io_pct] -clock clk0 $non_clock_inputs
set_output_delay [expr $clk_period * $clk_io_pct] -clock clk0 [all_outputs]

===== flow/design.v =====
module sign_extend(in, ext); 
	input [8:0] in;
	output reg [15:0] ext;
	always @ (in) begin
		if(in[8] == 0) begin 
			ext[15:9] = 7'b0000000;
			ext[8:0] = in[8:0];
		end
		else if (in[8] == 1) begin
			ext[15:9] = 7'b1111111;
			ext[8:0] = in[8:0];
		end
	end
endmodule
module tick_FSM(rst, clk, enable, tick);  
	input [0:0] rst;
	input [0:0] clk;
	input [0:0] enable;
	output reg [3:0] tick;  
	reg [3:0] next_state; 
	 parameter tick1 = 4'b0001;
	 parameter tick2 = 4'b0010;
	 parameter tick3 = 4'b0100;
	 parameter tick4 = 4'b1000;
	 always @(posedge clk) begin
		 if (rst) begin 
			tick <= tick1;  
		 end
		 else if (enable) begin
			tick <= next_state;
		 end
	 end
	 always @(*) begin
		case(tick)
			tick1: 
				next_state =tick2;
			tick2: 
				next_state =tick3;
			tick3:
				next_state =tick4;
			tick4:
				next_state =tick1;
			default:
				next_state =tick1;
		endcase
	 end
endmodule
module multiplexer(SignExtDin, R0, R1, R2, R3, R4, R5, R6, R7, G, sel, Bus);
	input [15:0] SignExtDin, R0, R1, R2, R3, R4, R5, R6, R7, G;
   input [3:0] sel;
   output reg [15:0] Bus;
	always @(*) begin
    case (sel)
        4'b0000: Bus = R0;
        4'b0001: Bus = R1;
        4'b0010: Bus = R2;
        4'b0011: Bus = R3;
        4'b0100: Bus = R4;
        4'b0101: Bus = R5;
        4'b0110: Bus = R6;
        4'b0111: Bus = R7;
        4'b1000: Bus = G;
        4'b1001: Bus = SignExtDin;
        default: Bus = 16'b0;  
    endcase
	 end
endmodule
module ALU (input_a, input_b, alu_op, result); 
	input [15:0] input_a;
	input [15:0] input_b;
	input [2:0] alu_op;
	output reg [15:0] result;
	always @ (*) begin
		case(alu_op)
			3'b000:
					result = input_a * input_b;
			3'b001:
					result = input_a + input_b;
			3'b010:
					result = input_a - input_b;
			3'b011:
					if (input_a >=0) begin
						result = input_b <<< input_a;
					end
					else begin
						result = input_b >>> (-input_a);
					end
			default: result = 16'b0;  
		endcase
	end
endmodule
module register_n #(parameter n = 8)(data_in,r_in,rst,clk,Q);
	input [n-1:0] data_in;
	input r_in, rst,clk;
	output reg [n-1:0] Q;
	always @(posedge clk) begin
		if (rst) begin
		Q <= {n{1'b0}};  
		end
		else if (r_in) begin
		Q <= data_in;
		end
	end
endmodule 
module proc(SW, KEY, LEDR, HEX5, bus_out);
		input [8:0] SW;  
		input [1:0] KEY;
		output [9:0] LEDR;  
		wire reset = ~KEY[0];  
		wire clock = ~KEY[1];  
		assign enable = 1'b1;
		output wire [15:0] bus_out;
		wire [15:0] R0, R1, R2, R3, R4, R5, R6, R7;
		wire [3:0] tick_output;
		output [6:0] HEX5;
		tick_FSM insttick(.rst(reset), .clk(clock), .enable(enable), .tick(tick_output));
		simple_proc instproc(.clk(clock), .rst(reset), .din(SW), .bus(bus_out), .R0(R0), .R1(R1), .R2(R2), .R3(R3), .R4(R4), .R5(R5), .R6(R6), .R7(R7));
		assign LEDR = bus_out[9:0];
		bcd bcd_inst(.in(tick_output), .HEX(HEX5));
endmodule 
module simple_proc(clk, rst, din, bus, R0, R1, R2, R3, R4, R5, R6, R7);
    input clk;                 
    input rst;                 
    input [8:0] din;           
    output [15:0] bus;         
    output [15:0] R0, R1, R2, R3, R4, R5, R6, R7;  
    wire [15:0] Bus;           
    wire [15:0] sign_ext;    
    wire [8:0] IR_output;          
    wire [15:0] G;          
    wire [15:0] A;          
    wire [15:0] ALU_output;    
    wire [3:0] tick;           
    reg [3:0] bus_control;     
    reg [7:0] Rin;             
    reg ir_in, r_A, r_G;        
    reg [2:0] ALUop;           
	  wire [15:0] R [7:0];   
	  wire [2:0] opcode = IR_output[8:6];
	  wire [2:0] rx = IR_output[5:3];
     wire [2:0] ry = IR_output[2:0];
    generate
    genvar i;
    for (i = 0; i < 8; i = i + 1) begin : reg_gen
        register_n reg_inst (
            .data_in(Bus),
            .r_in(Rin[i]),
            .clk(clk),
            .rst(rst),
            .Q(R[i])   
        );
    end
	endgenerate
	 register_n regA(.data_in(bus), .r_in(r_A), .clk(clk), .Q(A), .rst(rst));  
	 register_n regG(.data_in(ALU_output), .r_in(r_G), .clk(clk), .Q(G), .rst(rst));  
	 register_n regIR(.data_in(din), .r_in(ir_in), .clk(clk), .Q(IR_output), .rst(rst));
	 sign_extend ext(.in(din), .ext(sign_ext)); 
	 multiplexer multi(.SignExtDin(sign_ext), .R0(R0), .R1(R1), .R2(R2), .R3(R3), .R4(R4), .R5(R5), .R6(R6), .R7(R7), .G(G), .sel(bus_control), .Bus(bus));
	 ALU aluinst(.input_a(A), .input_b(bus), .alu_op(ALUop), .result(ALU_output));
    tick_FSM tickinst(.rst(rst), .clk(clk), .enable(1'b1), .tick(tick));
    always @(posedge clk or posedge rst) begin
	         if (rst) begin
            bus_control <= 4'b0000;
            ALUop <= 3'b111;
            Rin <= 8'b00000000;
            ir_in <= 1'b0;
            r_A <= 1'b0;
            r_G <= 1'b0;
				end else begin
            bus_control <= 4'b0000;
            ALUop <= 3'b111;
            Rin <= 8'b00000000;
            ir_in <= 1'b0;
            r_A <= 1'b0;
            r_G <= 1'b0;
        case (tick)
            4'b0001:  
                begin
						  ir_in <= 1'b1;
                 end
            4'b0010: 
                begin
						  case(opcode)
						  3'b111: begin  
                                bus_control <= 4'd9;  
                                Rin[rx] <= 1'b1;  
                            end
                            3'b001, 3'b011: begin  
                                bus_control <= rx;  
										  r_A <= 1'b1;  
                            end
                            3'b010: begin  
                                bus_control <= rx;  
                                r_A <= 1'b1;  
                            end
                            default: begin
                            end
						  endcase
                end
             4'b0100 :
                begin
					 case (opcode)  
                            3'b001: begin  
                                bus_control <= ry;  
                                ALUop <= 3'b001;  
                                r_G <= 1'b1;  
                            end
                            3'b011: begin  
                                bus_control <=ry;  
                                ALUop <= 3'b010;  
                                r_G <= 1'b1;  
                            end
                            3'b010: begin  
                                bus_control <= 4'd9;  
                                ALUop <= 3'b001;  
                                r_G <= 1'b1;  
                            end
                            default: begin
                            end
                        endcase
                end
					  4'b1000:  
                    begin
                        case (opcode)  
                            3'b001, 3'b010, 3'b011: begin  
                                bus_control <= 4'd8;  
                                Rin[rx] <= 1'b1;  
                            end
                            default: begin
                            end
                        endcase
                    end
                default: begin
                end
        endcase
		end
	 end
endmodule

==> metrics.cfg <==
[synth]
synth_warnings = 148
ys_cells = 333
synth_area_per_cell_um2 = 8.75
ff_type = dfxtp_1
edf_count = 0
ys_async_sr_fraction = 0.243
ys_types = 39
syn_area_um2 = 2910
yosys_area_um2 = 2910
synth_cells = 333
yosys.stat.seqShare = 0.270
ys_ff = 37

[critical_path]
path_delay_family = simple AND/OR/NAND/NOR gates
cp.required_ps = 5290
critical_path_class = input pin to register
crit_buf_inv = 2
regToRegEndpoint = regG.Q[6]
cp_slowest_stage_delay_ps = 500
worstPathArrival_ps = 3860
reg2reg_depth = 13
cp_slowest_cell = clkdlybuf4s50_1
endpoint_kind = register
rr_startpoint = bus_control[2]
cp-start-kind = input pin
r2r_slack_ps = 1890
crit_fanout = 4
path_cells = clkdlybuf4s50_1 > mux2i_1 > nor2_1 > inv_1 > ha_1 > nor2_1 > xnor2_1 > ha_1 > nor2b_1 > o21ai_0 > a21boi_0 > o21a_1 > or3_1 > a32o_1

[final_timing]
relSlewSlack = 0.642
setup_violations = 0
maxSlewViolCount = 0
fin_crit_ps = 3670
tns_ps = 0
post-route-period-util = 0.719
finClkSkew_ps = 2.39
fmax_mhz = 273
rsz0062_at_grt = no
worst_pin_slew_ps = 532
final_hold_viol_count = 0

[flow_run]
tool_warnings = 27
cap_violations = 0

[cells_and_area]
final_core_util = 0.412
syn2layout_area_growth_pct = -2.41
layout.cells.non_filler = 449
fillCellCount = 714
layout-drive-gt1-share = 0.0425
postLayoutCellArea_um2 = 2840

[floorplanning]
initCoreUtil = 0.422
die_height_um = 87.3
core-area_um2 = 6910
num_rows = 30
boundaryPins = 155
dieArea_um2 = 7630
die_x_um = 87.3

[placed_design]
hpwl_um = 3420
gp_congestion = 0.829
portBuffers = 26
placed_area_um2 = 2720
dp.cells = 441

[routing]
viasPerCell = 3.92
route.antenna.remaining_nets = 0
diodes = 0
wl_per_cell_um = 9.90
route.detailed.drc = 0
first_pass_iters = 4
wl_um = 4450
vias = 1759
drtIter0Drc = 91

[power]
power_frac_comb = 0.063
p_int_mw = 0.476
swShare = 0.223
vdd_ir_drop_max_mv = 0.0940
power_switching_mw = 0.137
p_clk_frac = 0.436
seq_power_share = 0.501
power.density_nw_per_um2 = 215
power_mw = 0.612
leakage_nw = 1.31

[global_route]
grt_max_degree = 29
antenna_found_initial = 0
grt_pass1_vias = 1357
grt.overflow.total = 0
grt_pass1_wl_um = 6690
track_usage = 0.115

[clocking]
clk_latency_ps = 290
clk_pin_slew_worst_paths_ps = 70
cts_hold_buf = 0
cts_made_buffers = 5
cts_max_level = 2
cts_tree = done
post_cts_resized = 0
root_buffer = clkbuf_8
post_cts_buffers = 0
cts_sinks = 37
cts.path.max_buffers = 2

[hold_path]
hold-path-endpoint = ir_in
min_from = tickinst.tick[0]
holdPathStages = 0
min_path_type = register to register

[status]
status = finished, final reports clean

-- logic make-up after synthesis --
logic type,Yosys count,synth area share
AND-OR/OR-AND,31,0.0773
XOR/XNOR,11,0.0331
adder cells (fa/ha/maj),12,0.0541
buffers and inverters,155,0.379
flip-flops,37,0.270
multiplexers,24,0.0825
other,1,0.00129
AND/OR/NAND/NOR,62,0.103
-- worst max path at each step --
stage	endpoint	start	slack, ps	cells past startpoint
4_1_cts	regG.Q[6]	din[0]	1420	14
5_1_grt	regG.Q[6]	din[1]	1150	14
6_report	regG.Q[6]	din[0]	1430	14
-- cell type report --
cell class                      count  area [µm²]  area share
Clock inverter                      2        37.5      0.0132
Tap cell                           96         120      0.0423
Timing Repair Buffer               27         268      0.0942
Inverter                           13        48.8      0.0172
Clock buffer                        6        82.6      0.0290
Multi-Input combinational cell    268        1500       0.528
Sequential cell                    37         786       0.276
-- metrics by stage --
step                      hold WS, ps  worst slack (ps)
final                             342              1430
after CTS                         343              1420
after floorplan                   328              1890
after global placement            332              1180
after global routing              360              1150
after detailed placement          332              1110
-- cell usage after synthesis, types with 5 or more instances --
cell type | number | area [µm²]
a21oi_1 | 5 | 25.0
buf_4 | 135 | 1010
dfrtp_1 | 9 | 225
dfxtp_1 | 28 | 561
ha_1 | 11 | 138
inv_1 | 13 | 48.8
mux2i_1 | 24 | 240
nor2_1 | 38 | 143
nor2b_1 | 7 | 43.8
o21ai_0 | 7 | 35.0
xnor2_1 | 6 | 52.6
xor2_1 | 5 | 43.8
-- placed cells by master (no fill, tap or decap), drive strengths merged, types with 3 or more instances in the layout --
master and count:
conb 128, nor2 40, dfxtp 28, clkdlybuf4s50 26
mux2i 24, inv 13, ha 11, dfrtp 9
nor2b 7, o21ai 7, a21oi 7, xnor2 6
clkbuf 6, xor2 5, nand2 4, a32o 3
a22oi 3
-- power by group through the flow --
| stage | sequential, mW | combinational (mW) | clock (mW) |
|---|---|---|---|
| CTS | 0.307 | 0.0400 | 0.272 |
| global route | 0.308 | 0.0472 | 0.284 |
| finish | 0.307 | 0.0383 | 0.267 |
-- sequential cells by signal, summed over array words and instances (netlist names) --
register,flops
regG.Q,8
regA.Q,8
ir_in,1
tickinst.tick,4
r_G,1
ALUop,2
regIR.Q,8
bus_control,4
r_A,1
-- per-layer routing --
layer,wire (µm),global-route usage,share of wire,up-vias
met4,66,0.0134,0.015,0
met1,1930,0.171,0.43,792
met3,392,0.0212,0.088,8
met5,0,0,0,-
li1,-,-,-,854
met2,2060,0.183,0.46,105
No activity file was given, so power comes from the tool's default toggle rates.
